### flow/config.mk
export PLATFORM = sky130hd
export DESIGN_NAME = gci_std_display_vram_interface
export DESIGN_NICKNAME = gci_std_display_vram_interface
export VERILOG_FILES = /design/flow/design.v
export SDC_FILE = /design/flow/constraint.sdc
export NUM_CORES = 4
export LEC_CHECK = 1
export CORE_UTILIZATION = 30
### flow/constraint.sdc
current_design gci_std_display_vram_interface

set clk_period 5.4
set clk_io_pct 0.2

create_clock -name clk0 -period $clk_period [get_ports {iGCI_CLOCK}]

set non_clock_inputs [all_inputs -no_clocks]
set_input_delay [expr $clk_period * $clk_io_pct] -clock clk0 $non_clock_inputs
set_output_delay [expr $clk_period * $clk_io_pct] -clock clk0 [all_outputs]
### flow/design.v
`default_nettype none
module gci_std_display_vram_interface #(
		parameter P_MEM_ADDR_N = 19
	)(
		input wire iGCI_CLOCK,
		input wire inRESET,
		input wire iRESET_SYNC,
		input wire iIF0_REQ,
		output wire oIF0_ACK,
		input wire iIF0_FINISH,
		input wire iIF0_ENA,
		output wire oIF0_BUSY,
		input wire iIF0_RW,
		input wire [P_MEM_ADDR_N-1:0] iIF0_ADDR,
		input wire [31:0] iIF0_DATA,
		output wire oIF0_VALID,
		input wire iIF0_BUSY,
		output wire [31:0] oIF0_DATA,
		input wire iIF1_REQ,
		output wire oIF1_ACK,
		input wire iIF1_FINISH,
		output wire oIF1_BREAK,
		input wire iIF1_ENA,
		output wire oIF1_BUSY,
		input wire iIF1_RW,
		input wire [P_MEM_ADDR_N-1:0] iIF1_ADDR,
		input wire [31:0] iIF1_DATA,
		output wire oIF1_VALID,
		input wire iIF1_BUSY,
		output wire [31:0] oIF1_DATA,
		output wire oVRAM_ARBIT_REQ,
		input wire iVRAM_ARBIT_ACK,
		output wire oVRAM_ARBIT_FINISH,
		output wire oVRAM_ENA,
		input wire iVRAM_BUSY,
		output wire oVRAM_RW,
		output wire [P_MEM_ADDR_N-1:0] oVRAM_ADDR,
		output wire [31:0] oVRAM_DATA,
		input wire iVRAM_VALID,
		output wire oVRAM_BUSY,
		input wire [31:0] iVRAM_DATA
	);
	parameter P_L_MAIN_STT_IDLE = 2'h0;
	parameter P_L_MAIN_STT_REQ = 2'h1;
	parameter P_L_MAIN_STT_IF0 = 2'h2;
	parameter P_L_MAIN_STT_IF1 = 2'h3;
	reg [1:0] b_main_state;
	reg [1:0] b_main_if_select;
	reg b_if2vram_req;
	reg b_if2vram_finish;
	reg b_if2vram_ena;
	reg b_if2vram_rw;
	reg [P_MEM_ADDR_N-1:0] b_if2vram_addr;
	reg [31:0] b_if2vram_data;
	reg b_if2vram_busy;
	reg b_vram2if0_ack;
	reg b_vram2if0_busy;
	reg b_vram2if0_valid;
	reg [31:0] b_vram2if0_data;	
	reg b_vram2if1_ack;
	reg b_vram2if1_busy;
	reg b_vram2if1_valid;
	reg [31:0] b_vram2if1_data;
	reg b_if0_break;
	always@(posedge iGCI_CLOCK or negedge inRESET)begin
		if(!inRESET)begin
			b_main_state <= P_L_MAIN_STT_IDLE;
			b_main_if_select <= P_L_PARAM_STT_IDLE;
		end
		else if(iRESET_SYNC)begin
			b_main_state <= P_L_PARAM_STT_IDLE;
			b_main_if_select <= P_L_PARAM_STT_IDLE;
		end
		else begin
			case(b_main_state)
				P_L_MAIN_STT_IDLE:
					begin			
						if(iIF0_REQ)begin
							b_main_state <= P_L_MAIN_STT_REQ;
							b_main_if_select <= P_L_MAIN_STT_IF0;
						end
						else if(iIF1_REQ)begin
							b_main_state <= P_L_MAIN_STT_REQ;
							b_main_if_select <= P_L_MAIN_STT_IF1;
						end
					end
				P_L_MAIN_STT_REQ:
					begin
						if(iVRAM_ARBIT_ACK)begin
							b_main_state <= b_main_if_select;
						end
					end
				P_L_MAIN_STT_IF0:
					begin
						if(iIF0_FINISH)begin
							b_main_state <= P_L_MAIN_STT_IDLE;
						end
					end
				P_L_MAIN_STT_IF1:
					begin
						if(iIF1_FINISH)begin
							b_main_state <= P_L_MAIN_STT_IDLE;
						end
					end
				default:
					begin
						b_main_state <= P_L_MAIN_STT_IDLE;
					end
			endcase
		end
	end  
	always@(posedge iGCI_CLOCK or negedge inRESET)begin	
		if(!inRESET)begin			
			b_if2vram_req <= 1'b0;
			b_if2vram_finish <= 1'b0;
			b_if2vram_ena <= 1'b0;
			b_if2vram_rw <= 1'b0;
			b_if2vram_addr <= {P_MEM_ADDR_N{1'b0}};
			b_if2vram_data <= 32'h0;
			b_if2vram_busy <= 1'b0;
		end
		else if(iRESET_SYNC)begin
			b_if2vram_req <= 1'b0;
			b_if2vram_finish <= 1'b0;
			b_if2vram_ena <= 1'b0;
			b_if2vram_rw <= 1'b0;
			b_if2vram_addr <= {P_MEM_ADDR_N{1'b0}};
			b_if2vram_data <= 32'h0;
			b_if2vram_busy <= 1'b0;
		end
		else begin
			if(b_main_state == P_L_MAIN_STT_IF0)begin
				b_if2vram_req <= iIF0_REQ;
				b_if2vram_finish <= iIF0_FINISH;
				b_if2vram_ena <= iIF0_ENA;
				b_if2vram_rw <= iIF0_RW;
				b_if2vram_addr <= iIF0_ADDR;
				b_if2vram_data <= iIF0_DATA;
				b_if2vram_busy <= iIF0_BUSY;
			end
			else if(b_main_state == P_L_MAIN_STT_IF1)begin
				b_if2vram_req <= iIF1_REQ;
				b_if2vram_finish <= iIF1_FINISH;
				b_if2vram_ena <= iIF1_ENA;
				b_if2vram_rw <= iIF1_RW;
				b_if2vram_addr <= iIF1_ADDR;
				b_if2vram_data <= iIF1_DATA;
				b_if2vram_busy <= iIF1_BUSY;
			end
			else begin
				b_if2vram_req <= 1'b0;
				b_if2vram_finish <= 1'b0;
				b_if2vram_ena <= 1'b0;
				b_if2vram_rw <= 1'b0;
				b_if2vram_addr <= {P_MEM_ADDR_N{1'b0}};
				b_if2vram_busy <= 1'b0;
				b_if2vram_data <= 32'h0;
				b_if2vram_busy <= 1'b0;
			end
		end
	end  
	always@(posedge iGCI_CLOCK or negedge inRESET)begin
		if(!inRESET)begin
			b_vram2if0_ack <= 1'b0;
			b_vram2if0_busy <= 1'b0;
			b_vram2if0_valid <= 1'b0;
			b_vram2if0_data <= 32'h0;
		end
		else if(iRESET_SYNC)begin
			b_vram2if0_ack <= 1'b0;
			b_vram2if0_busy <= 1'b0;
			b_vram2if0_valid <= 1'b0;
			b_vram2if0_data <= 32'h0;
		end
		else begin
			if(b_main_state == P_L_MAIN_STT_IF0)begin
				b_vram2if0_ack <= iVRAM_ARBIT_ACK;
				b_vram2if0_busy <= iVRAM_BUSY;
				b_vram2if0_valid <= iVRAM_VALID;
				b_vram2if0_data <= iVRAM_DATA;
			end
			else begin
				b_vram2if0_ack <= 1'b0;
				b_vram2if0_busy <= 1'b0;
				b_vram2if0_valid <= 1'b0;
				b_vram2if0_data <= 32'h0;
			end
		end
	end
	always@(posedge iGCI_CLOCK or negedge inRESET)begin
		if(!inRESET)begin
			b_vram2if1_ack <= 1'b0;
			b_vram2if1_busy <= 1'b0;
			b_vram2if1_valid <= 1'b0;
			b_vram2if1_data <= 32'h0;
		end
		else if(iRESET_SYNC)begin
			b_vram2if1_ack <= 1'b0;
			b_vram2if1_busy <= 1'b0;
			b_vram2if1_valid <= 1'b0;
			b_vram2if1_data <= 32'h0;
		end
		else begin
			if(b_main_state == P_L_MAIN_STT_IF1)begin
				b_vram2if1_ack <= iVRAM_ARBIT_ACK;
				b_vram2if1_busy <= iVRAM_BUSY;
				b_vram2if1_valid <= iVRAM_VALID;
				b_vram2if1_data <= iVRAM_DATA;
			end
			else begin
				b_vram2if1_ack <= 1'b0;
				b_vram2if1_busy <= 1'b0;
				b_vram2if1_valid <= 1'b0;
				b_vram2if1_data <= 32'h0;
			end
		end
	end
	always@(posedge iGCI_CLOCK or negedge inRESET)begin
		if(!inRESET)begin
			b_if0_break <= 1'b0;
		end
		else if(iRESET_SYNC)begin
			b_if0_break <= 1'b0;
		end
		else begin
			b_if0_break <= (b_main_state == P_L_MAIN_STT_IF1) && iIF0_REQ;
		end
	end  
	assign oVRAM_ARBIT_REQ = b_if2vram_req;
	assign oVRAM_ARBIT_FINISH = b_if2vram_finish;
	assign oVRAM_ENA = b_if2vram_ena;
	assign oVRAM_RW = b_if2vram_rw;
	assign oVRAM_ADDR = b_if2vram_addr;
	assign oVRAM_DATA = b_if2vram_data;
	assign oVRAM_BUSY = b_if2vram_busy;
	assign oIF0_ACK = b_vram2if0_ack;
	assign oIF0_BUSY = b_vram2if0_busy;
	assign oIF0_VALID = b_vram2if0_valid;
	assign oIF0_DATA = b_vram2if0_data;
	assign oIF1_ACK = b_vram2if1_ack;
	assign oIF1_BREAK = b_if0_break;
	assign oIF1_BUSY = b_vram2if1_busy;
	assign oIF1_VALID = b_vram2if1_valid;
	assign oIF1_DATA = b_vram2if1_data;
endmodule
`default_nettype wire
### flow/run.sh
#!/bin/bash
# OpenROAD 26Q1-2900-gdf79404cd8, Yosys 0.63+post, stock flow scripts
make -C /OpenROAD-flow-scripts/flow DESIGN_CONFIG=/design/flow/config.mk WORK_HOME=/design/flow/orfs finish
==> results.sh <==
# implementation run metrics
export IMPL_status="complete, no violations"
export IMPL_floorplan_die_area_um2=15660
export IMPL_hold_viol_final=0
export IMPL_fillCellCount=1154
export IMPL_required_ps=5740
export IMPL_final_setup_violation_count=0
export IMPL_count_of_library_flops_with_an_enable_pin=0
export IMPL_cts_inserted_buffers=17
export IMPL_drv_cap=0
export IMPL_hpwlAfterDp_mm=8.909
export IMPL_rows=44
export IMPL_overall_die_width_um=125.1
export IMPL_area_growth_pct=78.79
export IMPL_synthArstFlopShare_pct=100.0
export IMPL_dr_pass1_iters=18
export IMPL_timing_critical_path_fanout_max=54
export IMPL_die_size_y_um=125.1
export IMPL_netlist_top_cell_by_area="dfrtp_1"
export IMPL_number_of_global_route_vias_before_repair=3524
export IMPL_ys_flops=131
export IMPL_clock_path_buffers=2
export IMPL_yosys_stat_area_um2=4548
export IMPL_compound_area_share_pct=12.13
export IMPL_count_of_different_cell_masters_after_synthesis=23
export IMPL_synth_top_cell_area_share_pct=72.08
export IMPL_clock_sinks=131
export IMPL_muxShareOfSynthArea_pct=0
export IMPL_h_tree_lvls=4
export IMPL_total_number_of_warnings_across_the_stage_logs=28
export IMPL_drt_drc_violations_left=0
export IMPL_grt_max_degree=70
export IMPL_relSlewSlack_pct=48.90
export IMPL_layout_top_cell_excl_fill_tap="clkdlybuf4s50_1"
export IMPL_vias_per_cell=4.406
export IMPL_cts_root_buffer_cell="clkbuf_16"
export IMPL_total_global_routing_track_utilization_pct=16.37
export IMPL_worstSetupStartpointType="primary input"
export IMPL_route_vias_total=3472
export IMPL_max_freq_mhz=366.3
export IMPL_tritoncts="yes"
export IMPL_yosysWarningCount=4
export IMPL_cts_post_setup_buffers_inserted=0
export IMPL_worst_slew_pin_transition_ps=766.4
export IMPL_ant_nets=0
export IMPL_initial_utilization_pct=31.06
export IMPL_final_worst_path_setup_slack_ps=2670
export IMPL_netlist_top_cells_area="dfrtp_1 72%, a22o_1 10%, and2_1 9.9%, buf_6 1.5%, ha_1 1.1%"
export IMPL_preCtsSetupSlack_ps=2257
export IMPL_global_route_wire_length_before_repair_mm=19.19
export IMPL_total_leakage_power_nw=3.662
export IMPL_boundaryPins=277
export IMPL_final_min_period_over_clock_period_pct=50.56
export IMPL_slew_violations=0
export IMPL_fraction_of_layout_instances_using_a_drive_strength_above_1_pct=6.954
export IMPL_final_setup_tns_ps=0
export IMPL_min_period_ps=2730
export IMPL_cp_arrival_ps=3070
export IMPL_critical_path_endpoint_category="flop"
export IMPL_yosys_instances=311
export IMPL_wire_per_inst_um=15.49
export IMPL_power_per_cell_area_nw_per_um2=341.1
export IMPL_grt_setup_unrepaired="false"
export IMPL_synth_main_ff_cell="dfrtp_1"
export IMPL_ir_drop_uv=188.4
export IMPL_clk_pin_slew_ps=60
export IMPL_post_synth_inst_count=311
export IMPL_number_of_buffers_added_on_ports=276
export IMPL_antenna_violations_before_repair=0
export IMPL_simple_gate_share_pct=11.53
export IMPL_worstHoldPathType="flop to flop"
export IMPL_grt_ovfl_total=0
export IMPL_cts_hold_buf=0
export IMPL_clock_insertion_delay_worst_skew_ps=410
export IMPL_antenna_cells=0
export IMPL_cts_resized=0
export IMPL_worst_hold_slack_ps=468.1
export IMPL_synth_area_um2=4548
export IMPL_synth_cellmix_adderShare_pct=1.100
export IMPL_dr_first_iter_drc_count=147
export IMPL_postSynthAreaPerCell_um2=14.62
export IMPL_seq_area_frac_synth_pct=72.08
export IMPL_xor_area_share_pct=0
export IMPL_final_layout_top_logic_cells="275 x clkdlybuf4s50_1, 131 x dfrtp_1, 71 x and2_1, 54 x a22o_1, 17 x clkbuf_16"
export IMPL_routed_wirelength_mm=12.21
export IMPL_core_um2=14640
export IMPL_place_gp_congestion=0.8637
export IMPL_netlist_logic_family_top="AND-OR/OR-AND gates"
export IMPL_setup_worst_path_class="primary input to flop"
export IMPL_timing_clock_skew_ps=5.895
[final timing paths]
| check | depth (start not counted) | slack, ps | from | endpoint |
|---|---|---|---|---|
| max | 6 | 2670 | iRESET_SYNC | b_if2vram_data[10] |
| min | 1 | 470 | b_main_if_select[1] | b_main_if_select[1] |
| max reg2reg | 6 | 3310 | b_main_state[0] | b_if2vram_data[10] |
| min reg2reg | 1 | 470 | b_main_if_select[1] | b_main_if_select[1] |
| max in group asynchronous | 2 | 3490 | inRESET | b_vram2if0_data[18] |
| min in group asynchronous | 1 | 660 | inRESET | b_vram2if0_data[12] |
[through the flow]
stage | std cells | power [mW] | utilization (%) | instance area, µm²
after floorplan | 311 | 1.216 | - | 4548
after global placement | 756 | 1.509 | 50.91 | 7455
after detailed placement | 756 | 1.513 | 50.91 | 7455
after CTS | 788 | 2.806 | 55.53 | 8132
after global routing | 788 | 2.895 | 55.53 | 8132
final | 788 | 2.774 | 55.53 | 8132
[synth_stat cells (all sizes together), types with 4 or more instances]
cell / number
a21oi: 4
a22o: 54
and2: 72
buf: 9
clkbuf: 11
dfrtp: 131
ha: 4
inv: 4
nor2: 4
o21ai: 5
[critical path, cell delays in order]
cell	delay (ps)
clkdlybuf4s50_1	600
nor2b_2	180
buf_4	300
and2_2	200
buf_4	450
a22o_1	220
[logic make-up (layout without fill, tap and decap cells)]
| logic type | Yosys count | count (layout) |
|---|---|---|
| flops | 131 | 131 |
| simple gates | 85 | 85 |
| compound gates | 67 | 67 |
| buf+inv | 24 | 317 |
| fa+ha+maj | 4 | 4 |
[sequential cells by signal, summed over array words and instances (netlist names)]
name              cells
b_vram2if0_data      32
b_vram2if1_data      32
b_main_if_select      2
b_vram2if0_busy       1
b_vram2if0_ack        1
b_vram2if0_valid      1
b_if0_break           1
b_main_state          2
b_if2vram_addr       19
b_vram2if1_valid      1
b_if2vram_finish      1
b_if2vram_rw          1
b_if2vram_data       32
b_vram2if1_ack        1
b_vram2if1_busy       1
b_if2vram_ena         1
b_if2vram_busy        1
b_if2vram_req         1
[metal layers]
layer | track usage [%] | routed length [µm] | vias up
met3 | 6.106 | 1094 | 14
li1 | - | - | 1623
met1 | 21.63 | 4839 | 1653
met2 | 26.88 | 6058 | 182
met5 | 0 | 0 | -
met4 | 2.726 | 212 | 0
[final cells by class]
type	instances	area, µm²	area share [%]
flip-flops and latches	131	3278	40.31
repair buffers	281	2801	34.45
multi-input cells	156	1130	13.89
clock buffers	21	480.5	5.909
well taps	184	230.2	2.831
clock inverters	11	196.4	2.416
inverters	4	15.01	0.1846
[report_power, final]
| part | switching [mW] | internal (mW) |
|---|---|---|
| combinational | 0.142 | 0.273 |
| sequential | 0.0250 | 1.05 |
| clock | 0.410 | 0.871 |
| total | 0.577 | 2.20 |
Power is estimated from default activity; no workload was simulated.
