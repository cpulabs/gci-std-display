==> design/flow/design.v <==
`default_nettype none
module gci_std_display_font(
		input wire [6:0] iADDR,
		output wire [111:0] oDATA
	);	
	function [111:0] rom;	 
		input [6:0] funcADDR;
		begin
			case(funcADDR)
				7'd0:	rom	=	112'h0000000000000000000000000000;
				7'd1:	rom	=	112'h0000181818181010100000181800;
				7'd2:	rom	=	112'h006c6c2448000000000000000000;
				7'd3:	rom	=	112'h00002424247e2424487e48484800;
				7'd4:	rom	=	112'h0000103c525250381452523c1000;
				7'd5:	rom	=	112'h0000225254542818142a2a4A4400;
				7'd6:	rom	=	112'h0000102828102652524c442a1000;
				7'd7:	rom	=	112'h0030301020000000000000000000;
				7'd8:	rom	=	112'h0004081010202020202010100804;
				7'd9:	rom	=	112'h0020100808040404040408081020;
				7'd10:	rom	=	112'h0000001010d6543854d610100000;
				7'd11:	rom	=	112'h000000101010107e101010100000;
				7'd12:	rom	=	112'h0000000000000000000030301020;
				7'd13:	rom	=	112'h000000000000007e000000000000;
				7'd14:	rom	=	112'h0000000000000000000000303000;
				7'd15:	rom	=	112'h0202040408081010202040408080;
				7'd16:	rom	=	112'h0000182424424242411224180000;	 
				7'd17:	rom	=	112'h00001070101010101010107c0000;
				7'd18:	rom	=	112'h00001824422204081020227e0000;
				7'd19:	rom	=	112'h0000182442441804424112180000;
				7'd20:	rom	=	112'h0000040C141424247e04040e0000;
				7'd21:	rom	=	112'h00007c4040586442024112180000;
				7'd22:	rom	=	112'h00001c1122586442424112180000;
				7'd23:	rom	=	112'h00003e1122040408080808080000;
				7'd24:	rom	=	112'h0000182441121824424112180000;
				7'd25:	rom	=	112'h000018244242261a024424180000;
				7'd26:	rom	=	112'h0000000018180000001818000000;
				7'd27:	rom	=	112'h0000000018180000001818081000;
				7'd28:	rom	=	112'h0000020408102040201008040200;
				7'd29:	rom	=	112'h000000007e0000007E0000000000;
				7'd30:	rom	=	112'h0000402010080402040810204000;
				7'd31:	rom	=	112'h0000182442420408101000181800;
				7'd32:	rom	=	112'h00001824112A5656564A20221C00;
				7'd33:	rom	=	112'h00001010282828247c4444ee0000;
				7'd34:	rom	=	112'h0000782424283c22222112780000;
				7'd35:	rom	=	112'h00001a2611224040402226180000;
				7'd36:	rom	=	112'h0000782424222222211224780000;
				7'd37:	rom	=	112'h00007c2220243c242020227e0000;
				7'd38:	rom	=	112'h00007c2220243c24202020780000;
				7'd39:	rom	=	112'h00001a261122404e4222261a0000;
				7'd40:	rom	=	112'h0000ee4444447c44444444ee0000;
				7'd41:	rom	=	112'h00007c10101010101010107c0000;
				7'd42:	rom	=	112'h00001e0404040404444448300000;
				7'd43:	rom	=	112'h00006e2428283028242422760000;
				7'd44:	rom	=	112'h00007020202020202020227c0000;
				7'd45:	rom	=	112'h00004266666a5a52524242660000;
				7'd46:	rom	=	112'h000046626252524A4a4646620000;
				7'd47:	rom	=	112'h0000182442424242424112180000;
				7'd48:	rom	=	112'h0000782422211238202020700000;
				7'd49:	rom	=	112'h0000182442424242724e24180600;
				7'd50:	rom	=	112'h0000782422211238282424720000;
				7'd51:	rom	=	112'h00001a2642201804024264580000;
				7'd52:	rom	=	112'h00007e5210101010101010380000;
				7'd53:	rom	=	112'h0000762222222222222214080000;
				7'd54:	rom	=	112'h0000664112242428181010100000;
				7'd55:	rom	=	112'h0000929292525A6A6c2424240000;
				7'd56:	rom	=	112'h00006244242810182824444e0000;
				7'd57:	rom	=	112'h0000e64112281810101010380000;
				7'd58:	rom	=	112'h00003e44040808102020427c0000;
				7'd59:	rom	=	112'h003c20202020202020202020203C;
				7'd60:	rom	=	112'h8080404020201010080804040202;
				7'd61:	rom	=	112'h003c04040404040404040404043C;
				7'd62:	rom	=	112'h0010284482000000000000000000;
				7'd63:	rom	=	112'h00000000000000000000000000FE;
				7'd64:	rom	=	112'h0018181008000000000000000000;
				7'd65:	rom	=	112'h000000003844441c2444443a0000;
				7'd66:	rom	=	112'h0000602028342222222112380000;
				7'd67:	rom	=	112'h000000001a264240404226180000;
				7'd68:	rom	=	112'h00000c04142c44444444241e0000;
				7'd69:	rom	=	112'h000000001824427e4042221c0000;
				7'd70:	rom	=	112'h00000c12127c1010101010380000;
				7'd71:	rom	=	112'h000000001a24242418205c42423C;
				7'd72:	rom	=	112'h0000c04050684444444444c60000;
				7'd73:	rom	=	112'h00001818003808080808083c0000;
				7'd74:	rom	=	112'h00000c0c001c0404040404444830;
				7'd75:	rom	=	112'h0000c04046444858684444ce0000;
				7'd76:	rom	=	112'h00003808080808080808083e0000;
				7'd77:	rom	=	112'h00000000acd29292929292920000;
				7'd78:	rom	=	112'h00000000d8644444444444c60000;
				7'd79:	rom	=	112'h0000000018244242424112180000;
				7'd80:	rom	=	112'h0000000058242222222112382070;
				7'd81:	rom	=	112'h000000001a2444444444241c040E;
				7'd82:	rom	=	112'h000000005c222220202020700000;
				7'd83:	rom	=	112'h000000003c4440300c42625c0000;
				7'd84:	rom	=	112'h00001010107c10101010120c0000;
				7'd85:	rom	=	112'h00000000cc44444444444c320000;
				7'd86:	rom	=	112'h0000000066424424281810100000;
				7'd87:	rom	=	112'h00000000929292925A6c24240000;
				7'd88:	rom	=	112'h0000000066242818181424660000;
				7'd89:	rom	=	112'h0000000066222214140808485020;
				7'd90:	rom	=	112'h000000003e4408081010227e0000;
				7'd91:	rom	=	112'h0006081010101020101010100806;
				7'd92:	rom	=	112'h0010101010101010101010101010;
				7'd93:	rom	=	112'h0060100808080804080808081060;
				default:	rom	=	112'h0000000000000000000000000000;
			endcase
		end
	endfunction
	assign oDATA = rom(iADDR - 8'h20);	
endmodule
`default_nettype wire
==> design/flow/run.sh <==
#!/bin/bash
# OpenROAD 26Q1-2900-gdf79404cd8, Yosys 0.63+post, stock flow scripts
make -C /OpenROAD-flow-scripts/flow DESIGN_CONFIG=/design/flow/config.mk WORK_HOME=/design/flow/orfs finish
==> design/flow/config.mk <==
export PLATFORM = sky130hd
export DESIGN_NAME = gci_std_display_font
export DESIGN_NICKNAME = gci_std_display_font
export VERILOG_FILES = /design/flow/design.v
export SDC_FILE = /design/flow/constraint.sdc
export NUM_CORES = 4
export LEC_CHECK = 1
export CORE_UTILIZATION = 30
export SYNTH_MEMORY_MAX_BITS = 65536
==> design/flow/constraint.sdc <==
current_design gci_std_display_font

set clk_period 6.3
set clk_io_pct 0.2

create_clock -name clk0 -period $clk_period

set non_clock_inputs [all_inputs -no_clocks]
set_input_delay [expr $clk_period * $clk_io_pct] -clock clk0 $non_clock_inputs
set_output_delay [expr $clk_period * $clk_io_pct] -clock clk0 [all_outputs]
==> flow_summary.toml <==
# synthesis and place-and-route metrics
[critical_path]
worstPathRequired_ns = 5.04
critical_path.most_common_cell = "sky130_fd_sc_hd__clkdlybuf4s50_1"
timing.critical_path.cells = "clkdlybuf4s50_1 > inv_1 > ha_1 > buf_12 > mux2i_1 > o21ai_0 > nand2_1 > o2111ai_1 > clkdlybuf4s50_1"
endpoint_kind_of_the_worst_setup_timing_path = "output pin"
critPathKind = "primary input to output pin"
critical_path.max_fanout = 12
worst_ep_arrival_time_ns = 4.77
timing.critical_path.slowest_stage_cell = "sky130_fd_sc_hd__o21ai_0"
critPathLaunchType = "primary input"
worstSetupStartpoint = "iADDR[1]"
largest_incremental_delay_on_the_critical_path_ns = 0.86

[yosys]
yosysTopAreaCellShare_pct = 9.29
synth-area-yosys_um2 = 6680
yosys-top-cells-area = "sky130_fd_sc_hd__a21oi_1 9.3%, sky130_fd_sc_hd__o21ai_0 7.7%, sky130_fd_sc_hd__nand2_1 7.1%, sky130_fd_sc_hd__nor2_1 5.9%, sky130_fd_sc_hd__buf_4 4.5%"
synthMostInstantiatedCell = "sky130_fd_sc_hd__nand2_1"
total_number_of_yosys_warnings = 1
yosys.stat.seqShare_pct = 0
post_synth.cell_area_avg_um2 = 5.87
top_cells_by_count = "127 x sky130_fd_sc_hd__nand2_1, 124 x sky130_fd_sc_hd__a21oi_1, 105 x sky130_fd_sc_hd__nor2_1"
synth-cells-yosys = 1138
post_synth_instance_area_um2 = 6680
synthesis.instances = 1138
synth.distinct_cells = 78
synthDominantAreaCellType = "sky130_fd_sc_hd__a21oi_1"

[pwr]
maximum_resistive_drop_on_vdd_uv = 54.5
cellInternalPower_uw = 257
p_sw_uw = 493
power.switching_fraction_pct = 65.7
leakage_nw = 2.95
power_per_cell_area_nw_per_um2 = 92.4

[routing]
ant_nets = 0
first_pass_iters = 6
routedWlPerCell_um = 38.0
post-route-drc-count = 0
total_via_count_after_detailed_routing = 10900
dr.first_iter.drc_count = 1872
wl_um = 56700
vias_per_cell = 7.29

[clocking]
ctsHoldBuffers = 0
number_of_post_cts_setup_repair_buffers = 0
ctsResizeCount = 0

[status]
run_status = "finished, final reports clean"

[final_timing]
timing_worst_slew_pin_value_ns = 1.08
endpoints_failing_setup = 0
tns_ns = 0
rsz0062_at_grt = "false"
shortest_clock_period_the_worst_path_allows_after_layout_ns = 6.03
final_worst_path_period_share_pct = 95.7
fmax_ghz = 0.166
slew_headroom_pct = 27.2
post_route_worst_setup_slack_ns = 0.274
finalMaxSlewViolations = 0
report.final.hold_viol_count = 0

[placed_design]
finalWeightedCongestion = 1.08
detailedPlacementHpwl_um = 41100
place.port_buffers = 105
placed_cells = 1488
dpl_cell_area_um2 = 8110
dpl_worst_slack_ns = 0.509

[die]
placement_rows = 54
pin_count = 119
dieArea_um2 = 22900
floorplanUtilization_pct = 30.6
die.size.x_um = 151
chipHeight_um = 151
core_area_um2 = 21800

[layout]
clockBufferCount = 0
layout.cells.non_filler = 1491
layout-drive-gt1-share_pct = 12.2
area.growth.synth_to_final_pct = 21.5
seqCellArea_um2 = 0
post-route-cell-area_um2 = 8120
seq_cell_count = 0

[min_path]
min_from = "iADDR[5]"
worst_hold_path_type = "primary input to output pin"
worstHoldPathCells = 4

[global_routing]
number_of_global_route_vias_before_repair = 10000
global_route_wire_length_before_repair_um = 78300
grt_start_max_net_pins = 113
global_route.overflow_total = 0
groute.usage.overall_pct = 50.2
antenna_found_initial = 3

[job]
max_cap_violations = 0
openroad.warnings = 50
-- routing by layer --
layer  GRT usage (%)  share of wire (%)
met1            64.0                 37
met2            67.7                 39
met3            22.1                 15
met4            32.5                8.6
met5               0                  0
-- final timing paths --
kind / end
min: oDATA[2]
max: oDATA[49]
-- power groups by stage --
stage	combinational, mW	sequential, mW	clock, mW
global route	0.765	0	0
CTS	0.704	0	0
-- worst max-delay path: cells and delay by family --
kind | cells | cell delay [ns]
AOI/OAI and AO/OA | 2 | 1.16
and+or+nand+nor | 1 | 0.17
buffers and inverters | 4 | 1.44
adders and majority gates | 1 | 0.63
muxes | 1 | 0.08
-- logic make-up (layout without fill, tap and decap cells) --
family | Yosys count | after routing | share of synthesized area, %
adders and majority gates | 18 | 18 | 3.37
buffers and inverters | 167 | 224 | 14.0
AOI/OAI and AO/OA | 489 | 489 | 48.2
xor gates and xnor gates | 2 | 2 | 0.262
other | 1 | 17 | 0.0562
muxes | 12 | 12 | 1.87
and+or+nand+nor | 449 | 449 | 32.3
-- cell usage in the layout, fill, tap and decap left out, drive strengths merged, types with 18 or more instances in the layout --
cell | Yosys | final
nor3 | 40 | 40
nor2 | 107 | 107
a31oi | 33 | 33
o21ai | 108 | 108
o221ai | 30 | 30
nor2b | 32 | 32
ha | 18 | 18
a21oi | 124 | 124
o22ai | 20 | 20
clkdlybuf4s50 | 0 | 101
nand3 | 50 | 50
nand2b | 35 | 35
nand2 | 131 | 131
buf | 123 | 113
o211ai | 27 | 27
-- through the flow --
stage | util [%] | hold WS [ns] | total power [mW]
after global routing | 37.2 | 3.41 | 0.765
after detailed placement | 37.2 | 3.37 | 0.701
after CTS | 37.2 | 3.37 | 0.704
after global placement | 37.2 | 3.36 | 0.716
after floorplan | - | 2.66 | 0.363
final | 37.2 | 3.37 | 0.750
-- layout make-up --
cell class,instances,area (µm²)
diodes,3,7.51
fillers,2440,13700
inverters,10,37.5
multi-input cells,984,5790
well taps,280,350
repair buffers,214,1930
Power figures rest on the tool's default switching activity, not on a simulated workload.
