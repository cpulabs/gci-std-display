==> /design/flow/design.v <==
`default_nettype none
module gci_std_display_device_special_memory
	#(
		parameter USEMEMSIZE = 32'h00000000,
		parameter PRIORITY = 32'h00000000,
		parameter DEVICECAT = 32'h00000000
	)(							
		input wire iCLOCK,
		input wire inRESET,
		input wire iSPECIAL_REQ,
		input wire iSPECIAL_RW,
		input wire [7:0] iSPECIAL_ADDR,
		input wire [31:0] iSPECIAL_DATA,
		output wire [31:0] oSPECIAL_DATA
	);
	integer	i;
	reg [31:0] b_mem[0:255];	
	always@(posedge iCLOCK or negedge inRESET)begin
		if(!inRESET)begin
			for(i = 0; i < 256; i = i + 1)begin
				if(i == 0)begin
					b_mem[i] <= USEMEMSIZE;
				end
				else if(i == 1)begin
					b_mem[i] <= PRIORITY;
				end
				else begin
					b_mem[i] <= 32'h00000000;
				end
			end		
		end
		else begin
			if(iSPECIAL_REQ && iSPECIAL_RW)begin
				b_mem [iSPECIAL_ADDR] <= iSPECIAL_ADDR;
			end	
		end
	end  
	assign oSPECIAL_DATA = b_mem[iSPECIAL_ADDR];
endmodule
`default_nettype wire
==> /design/flow/run.sh <==
#!/bin/bash
# OpenROAD 26Q1-2900-gdf79404cd8, Yosys 0.63+post, stock flow scripts
make -C /OpenROAD-flow-scripts/flow DESIGN_CONFIG=/design/flow/config.mk WORK_HOME=/design/flow/orfs finish
==> /design/flow/config.mk <==
export PLATFORM = sky130hd
export DESIGN_NAME = gci_std_display_device_special_memory
export DESIGN_NICKNAME = gci_std_display_device_special_memory
export VERILOG_FILES = /design/flow/design.v
export SDC_FILE = /design/flow/constraint.sdc
export NUM_CORES = 4
export LEC_CHECK = 1
export CORE_UTILIZATION = 50
==> /design/flow/constraint.sdc <==
current_design gci_std_display_device_special_memory

set clk_period 24.9
set clk_io_pct 0.2

create_clock -name clk0 -period $clk_period [get_ports {iCLOCK}]

set non_clock_inputs [all_inputs -no_clocks]
set_input_delay [expr $clk_period * $clk_io_pct] -clock clk0 $non_clock_inputs
set_output_delay [expr $clk_period * $clk_io_pct] -clock clk0 [all_outputs]
==> out/highlights.md <==
### Routing
- count of vias placed by the detailed router: 62826
- routed wire length: 425000 µm
- Initial DRC Count: 6945
- routed vias/inst: 6.75
- Initial DRT Pass Iterations: 9
- wire length per cell after detailed routing: 45.7 µm
- antenna-violating nets left: 0
- DRC Markers: 0

### Synthesis
- cell count in the Yosys report: 6567
- yosys warns: 2
- area fraction of the dominant cell type after synthesis: 0.643
- Async SR Flop Fraction: 1.00
- combined area of all synthesized cells: 79700 µm²
- mean instance size in the synthesized netlist: 12.1 µm²
- Yosys top cell by area: dfrtp_1
- register bit total from synthesis: 2048
- instance count of the mapped netlist: 6567
- part of the Yosys area used for sequential elements: 0.643
- top flip-flop cell by instance count after synthesis: dfrtp_1
- area figure in the yosys stat output: 79700 µm²
- post-synth tally of flip-flops with integrated enable: 0
- cell types occupying the most area after synthesis: dfrtp_1 64%, or2_2 5.3%, and2_1 4.8%, a22oi_1 4.6%, nor2b_1 3.2%
- tally of unique sky130hd cells used after synthesis: 63

### Critical path
- highest net fanout along the worst path: 32
- Critical R2R Launch: b_mem[253][6]$_DFFE_PN0P_
- slowest stage cell on the critical path: nand4_1
- startpoint-to-endpoint class of the critical path: input pin to output pin
- Cell Chain, Critical Path: clkdlybuf4s50_1 > buf_4 > and4b_4 > buf_4 > buf_4 > nand3_1 > nand4_1 > nor4_2 > buf_4 > nand4_1 > nor4_1 > a31oi_1 > clkdlybuf4s50_1
- element type at the critical path end: output pin
- WP data required: 19.92 ns
- capture instance of the worst register-to-register path: b_mem[253][6]$_DFFE_PN0P_
- worst reg-to-reg path cell count: 1
- Arr. time, crit path: 11.13 ns
- flop-to-flop setup slack: 23.90 ns
- most prevalent standard cell on the critical path: buf_4
- Critical Path Start Type: input pin
- worst stage delay on the critical path: 1.04 ns

### Final timing
- final sum of negative setup slack: 0 ns
- crit share post-route: 0.647
- post-route clock skew: 0 ns
- minimum period implied by the final worst setup slack: 16.11 ns
- Final Worst Setup Slack: 8.79 ns
- setup repair after global routing missed its margin: false
- actual transition at the worst max-transition pin: 1.42 ns
- final count of pins violating max slew: 0
- final setup violation count: 0
- tightest hold margin: 0.461 ns
- hold violation count in the final report: 0
- Relative slew margins: 0.0463
- maximum clock frequency: 0.0621 GHz

### Clock tree
- clk root buf: clkbuf_16
- number of buffers created by CTS: 209
- CTS sink cnt: 2048
- Resized Gates After CTS: 0
- clock latency (worst-skew pair): 0.87 ns
- Post-CTS Repair Setup Buffers: 0
- hold buffer count at CTS: 0
- clock buffer depth: 3
- CTS clk-pin slew, worst paths: 0.06 ns
- H-tree Lvls: 4
- TritonCTS clock tree: built

### Power
- VDD IR-drop max: 0.0810 mV
- static leakage: 0.0471 µW
- power density of the placed cells: 75.7 nW/µm²

### Die
- Placeable Area: 158000 µm²
- ports placed on the boundary: 76
- Floorplan Utilization: 0.503
- Rows: 146
- width of the die: 401 µm
- Die Height: 401 µm
- DIE AREA: 161000 µm²

### Worst hold path
- number of cells on the worst hold path: 1
- hold wc startpoint: b_mem[240][7]$_DFFE_PN0P_
- hold worst-path end: b_mem[240][7]$_DFFE_PN0P_
- path category of the worst min-delay check: register to register

### GRT
- combined global-route utilization of all metal layers: 0.568
- sum of overflow across all layers after global routing: 0
- number of antenna violations at the first check in global routing: 88
- wire length of the first global-routing pass: 564000 µm
- pin count of the biggest net entering global routing: 126
- vias in the first global route: 61387

### Cells and area
- biggest regs: b_mem (2048)
- final non-filler cell total: 9308
- share of post-route cells with drive strength above 1: 0.227
- Top Layout Cells: 2048 x dfrtp_1, 672 x or2_2, 616 x and2_1
- area overhead of the layout relative to synthesis: 16.1%
- number of flip-flops in the largest register: 2048
- most frequent logic cell in the layout: dfrtp_1
- number of filler cells placed in the layout: 12577
- register containing the most flip-flops in the final layout: b_mem

### Run
- number of maximum-capacitance constraint violations: 0
- warning total across the stage logs: 78

### Placement
- placed wire-length estimate: 288000 µm
- count of input and output buffers: 19
- pre-CTS setup slack: 9.52 ns
- placed cell count: 8821
- final RePlAce weighted congestion: 1.12

### Status
- outcome: finished, final reports clean

-- layout make-up --
cell class	count	area, µm²	area share
clock buffer	322	6200	0.0670
tap	2072	2590	0.0280
multi-input combinational	4170	27300	0.294
antenna	101	253	0.00273
sequential	2048	51200	0.554
clock inverter	64	842	0.00910
timing repair buffer	531	4180	0.0452
-- Yosys cell counts, drive strengths merged, types with 8 or more instances --
master / number
nand2: 167
a222oi: 69
or4b: 8
or4: 19
a22o: 71
o22ai: 172
buf: 258
nand2b: 352
or2: 673
nand4bb: 10
nand4: 81
a2111oi: 18
and4: 13
nand3: 192
nor2b: 409
dfrtp: 2048
nor3: 58
nor4bb: 11
and4b: 8
a221oi: 53
clkbuf: 114
o21ai: 10
a22oi: 491
o211ai: 12
and3: 52
nor4b: 9
a21oi: 49
nor2: 219
a32oi: 171
nand4b: 8
nor4: 62
a31oi: 17
and2: 617
-- kinds of logic after synthesis --
kind of cell           synth area share
AOI/OAI and AO/OA                 0.113
buffers and inverters            0.0226
DFF                               0.643
muxes                          0.000141
other                         0.0000470
and+or+nand+nor                   0.222
-- worst max-delay path: cells and delay by family --
kind | cells | cell delay (ns)
AND/OR/NAND/NOR | 6 | 3.03
buffers and inverters | 6 | 2.62
AND-OR/OR-AND | 1 | 0.41
-- metrics by stage --
stage          area, µm²   util  power (µW)
3_5_place_dp       85300  0.538        3790
4_1_cts            92300  0.583        7000
6_report           92600  0.585        7000
5_1_grt            92400  0.583        7160
3_3_place_gp       85300  0.538        3780
2_1_floorplan      79800      -        3600
-- power breakdown --
| group | total, µW | switching [µW] | leakage (µW) | internal [µW] |
|---|---|---|---|---|
| sequential | 3450 | 40.3 | 0.0284 | 3410 |
| combinational | 296 | 220 | 0.0152 | 76.2 |
| clock | 3260 | 1380 | 0.00346 | 1880 |
| total | 7000 | 1640 | 0.0471 | 5370 |
-- layer usage --
metal / GRT usage / wire length [µm] / vias up
met5: 0.108 / 2280 / -
li1: - / - / 24286
met4: 0.413 / 40300 / 88
met3: 0.456 / 82600 / 1541
met2: 0.674 / 163000 / 5343
met1: 0.676 / 138000 / 31568
-- worst max-delay path by stage --
stage | endpoint | from
final | oSPECIAL_DATA[3] | iSPECIAL_ADDR[1]
after global routing | oSPECIAL_DATA[3] | iSPECIAL_ADDR[1]
after CTS | oSPECIAL_DATA[3] | iSPECIAL_ADDR[0]
Power is estimated from default activity; no workload was simulated.
